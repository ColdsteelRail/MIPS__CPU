==> flow/run.sh <==
#!/bin/bash
# OpenROAD 26Q1-2900-gdf79404cd8, Yosys 0.63+post, stock flow scripts
make -C /OpenROAD-flow-scripts/flow DESIGN_CONFIG=/design/flow/config.mk WORK_HOME=/design/flow/orfs finish
==> flow/config.mk <==
export PLATFORM = sky130hd
export DESIGN_NAME = d_cache
export DESIGN_NICKNAME = d_cache
export VERILOG_FILES = /design/flow/design.v
export SDC_FILE = /design/flow/constraint.sdc
export NUM_CORES = 4
export LEC_CHECK = 1
export CORE_UTILIZATION = 40
==> flow/constraint.sdc <==
current_design d_cache

set clk_period 67.7
set clk_io_pct 0.2

create_clock -name clk0 -period $clk_period [get_ports {clk}]

set non_clock_inputs [all_inputs -no_clocks]
set_input_delay [expr $clk_period * $clk_io_pct] -clock clk0 $non_clock_inputs
set_output_delay [expr $clk_period * $clk_io_pct] -clock clk0 [all_outputs]
==> flow/design.v <==
`timescale 1ns / 1ps
module d_cache #(parameter A_WIDTH = 32, parameter C_INDEX = 6)
(
    input wire clk,clrn,
    input wire[A_WIDTH-1:0] p_a,
    input wire[31:0] p_dout,
    input wire p_strobe,  
    input wire p_rw,   
    input wire[3:0] p_wen,p_ren,
    output wire p_ready,
    output wire[31:0] p_din,
    input wire[31:0] m_dout,
    input wire m_ready,
    output wire[31:0] m_din,
    output wire[A_WIDTH-1:0] m_a,
    output wire m_strobe,
    output wire m_rw
);
localparam T_WIDTH = A_WIDTH - C_INDEX - 2;
reg [3:0] d_valid [0 : (1<<C_INDEX)-1];
reg [T_WIDTH-1:0] d_tags [0 : (1<<C_INDEX) - 1];
reg [31:0] d_data [0 : (1<<C_INDEX) - 1];
wire [C_INDEX-1:0] index = p_a[C_INDEX+1 : 2];
wire [T_WIDTH-1:0] tag = p_a[A_WIDTH-1 : C_INDEX+2];
integer i;
always@(posedge clk or negedge clrn)
    if(clrn == 0) begin
        for(i = 0; i < (1<<C_INDEX); i=i+1)
            d_valid[i] <= 4'b0;
    end else if(c_write) begin
            d_valid[index] <= p_wen;
        end
always@(posedge clk)
    if(c_write) begin
        d_tags[index] <= tag;
        case(p_wen)
            4'b1111: d_data[index] <= c_din;  
            4'b1100: d_data[index][31:16] <= c_din[31:16];  
            4'b0011: d_data[index][15:0] <= c_din[15:0];
            4'b1000: d_data[index][31:24] <= c_din[31:24];  
            4'b0100: d_data[index][23:16] <= c_din[23:16];
            4'b0010: d_data[index][15:8] <= c_din[15:8];
            4'b0001: d_data[index][7:0] <= c_din[7:0];
            default: d_data[index] <= d_data[index];
        endcase
    end
wire valid = ((d_valid[index] & p_ren) == p_ren);  
wire [T_WIDTH-1 : 0] tagout = d_tags[index];
wire [31:0] c_dout = d_data[index];
wire cache_hit = valid & (tagout == tag); 
wire cache_miss = ~cache_hit;
assign m_din = p_dout;
assign m_a = p_a;
assign m_rw = p_strobe & p_rw;  
assign m_strobe = p_strobe & (p_rw | cache_miss);
assign p_ready = ~p_rw & cache_hit | (cache_miss | p_rw) & m_ready;
wire c_write = p_rw | cache_miss & m_ready;
wire sel_in = p_rw;
wire sel_out = cache_hit;
wire [31:0] c_din = sel_in ? p_dout : m_dout;
assign p_din = sel_out ? c_dout :m_dout;
endmodule
==> results.cfg <==
; physical design summary
[die]
fp_util = 0.402
chipArea_mm2 = 0.384
die_w_um = 620
num_rows = 226
fp.dieH_um = 620
ios = 208
core_area_mm2 = 0.379

[detailed_routing]
num_vias = 75574
firstDrtPassIters = 6
via_per_inst = 5.80
wirelength_um = 432000
ant_nets = 0
drc = 0
drtIter0Drc = 5304
wl_per_cell_um = 33.2

[logic_synthesis]
top_area_frac = 0.705
numSynthFlops = 3840
synth.yosys.chip_area_mm2 = 0.153
synth_area_mm2 = 0.153
async_flop_share = 0.0667
edf_count = 3584
yosysSeqAreaShare = 0.747
top_area_cell = edfxtp_1
synth.most_common_cell = edfxtp_1
avgSynthCellArea_um2 = 21.0
yosys-stat-cells = 7262
yosys-top-cells-count = 3584 x edfxtp_1, 1046 x mux4_2, 373 x nor2_1
synthCells = 7262
synth_warnings = 2
topCellsByArea = edfxtp_1 70%, mux4_2 15%, dfrtp_1 4.2%, mux2_2 2.0%, nor2_1 0.92%
flop_cell = edfxtp_1
synth.distinct_cells = 74

[timing]
skew_ps = 52.2
min_period_ps = 34330
setup_viol = 0
fin_crit_sh = 0.507
max_slew_margin = 0.296
finalHoldViolCount = 0
slew_viol_final = 0
tightest_slew_ps = 1060
tns_ps = 0
max_freq_mhz = 29.1
rsz0062_at_grt = false
worst_slack_ps = 33370

[clock_network]
cts_repair_resize_count = 0
cts_tree = done
numClockSinks = 3840
h-tree-depth = 5
clock_latency_ps = 960
clock_path_buffers = 4
clkTransAtPathRegs_ps = 60
cts_buffers = 390
hold_buffers = 0
cts_setup_buffers = 0
cts_root_buf = clkbuf_16

[worst_setup_path]
crit_start = p_a[2]
cp.required_ps = 54160
crit_type = in -> out
reg2regPathDepth = 13
setup.worst_path.end_class = primary output
crit_top_cell = buf_4
crit_fanout = 76
critPathArrivalTime_ps = 20790
max_stage_delay_ps = 770
cp_cell_sequence = buf_16 > buf_4 > buf_4 > buf_4 > mux4_2 > mux2_2 > nand2_1 > o2111ai_1 > xnor2_1 > nand4_1 > a221oi_1 > and2_2 > and2_2 > buf_4 > buf_4 > mux2_2 > clkdlybuf4s50_1
crit_slowest_cell = a221oi_1
startpoint_type = primary input
reg2reg_from = d_tags[27][10]

[pwr]
clkPwrFrac = 0.404
power_w = 0.00516
sequentialPowerShare = 0.525
ir_drop_mv = 0.0210
power_density_mw_per_mm2 = 29.7
p_leak_nw = 56.1
pwr-share-comb = 0.072
p_sw_w = 0.00116
p_int_w = 0.00400
p_sw_frac = 0.225

[global_routing]
grt_overflow = 0
grt_max_degree = 97
grtUsageTotal = 0.251
grt_first_pass_wirelength_um = 613000
grt_pass1_vias = 82734
antenna_found_initial = 21

[status]
status = complete, no violations

[place]
post-dp-hpwl_um = 259000
port_buffers = 203
pre_cts_slack_ps = 33290
place_congestion = 0.921

[run]
cap_violations = 0
tool_warnings = 26

[cells_and_area]
layout-drive-gt1-share = 0.298
syn_to_final_growth_pct = 13.9

[worst_hold_path]
hold_depth = 1
hp-class = reg -> reg
hp-start = d_valid[30][3]
## through the flow
step           cell area [um2]  utilization  hold WS, ps  std cells
2_1_floorplan           153000            -          456       7262
3_3_place_gp            162000        0.426          467      12294
3_5_place_dp            162000        0.426          480      12294
4_1_cts                 174000        0.458          495      13004
5_1_grt                 174000        0.458          509      13010
6_report                174000        0.458          491      13028
## placed cells by master (no fill, tap or decap), types with 13 or more instances in the layout
cell type and n:
a211oi_4 31, mux4_2 1046, nand3_1 233, clkbuf_1 87, clkinv_1 84, xor2_1 21
mux2_1 28, mux2i_1 113, buf_2 28, a221oi_1 13, bufinv_16 29, edfxtp_1 3584
diode_2 23, o21ai_0 17, nand2_1 138, o22ai_1 71, clkinvlp_4 13, nand4_1 60
nand2b_1 38, clkdlybuf4s50_1 167, xnor2_1 16, a21oi_1 16, a32oi_1 19, clkinv_2 69
o21ai_2 56, inv_1 68, a22oi_1 34, a211oi_1 40, clkbuf_16 393, buf_4 335
mux2_2 273, nor4_1 16, nor2_1 369, dfrtp_1 256
## power groups by stage
stage     combinational [W]  sequential (W)  clock [W]
4_1_cts            0.000375         0.00271    0.00212
5_1_grt            0.000398         0.00271    0.00220
6_report           0.000371         0.00271    0.00208
## cell type report
cell class	count	area (um2)
Fill cell	30806	206000
Sequential cell	3840	114000
Multi-Input combinational cell	2821	36400
Clock buffer	487	10300
Tap cell	5016	6280
Timing Repair Buffer	545	4600
Clock inverter	223	2050
Inverter	73	284
Antenna cell	23	57.6
## final timing paths
| kind | slack (ps) | end |
|---|---|---|
| max | 33370 | p_din[26] |
| min | 490 | d_valid[30][3] |
| max reg2reg | 61550 | d_data[30][0] |
| min reg2reg | 490 | d_valid[30][3] |
| max in group asynchronous | 53370 | d_valid[46][3] |
| min in group asynchronous | 12550 | d_valid[38][1] |
## critical path: cells and delay by family
family	cells	cell delay [ps]
and+or+nand+nor	4	1110
buffers and inverters	7	3600
AOI/OAI and AO/OA	2	930
muxes	3	1240
xor gates and xnor gates	1	210
## state kept, by name, summed over array words and instances (netlist names)
name,flops
d_valid,256
d_data,2048
d_tags,1536
## logic make-up after synthesis
family | share of synthesized area
buf+inv | 0.0192
mux | 0.184
simple gates | 0.0292
flops | 0.747
compound gates | 0.0189
xor+xnor | 0.00212
## layer usage
metal / up-vias / GRT usage / share of wire
met5: - / 0.0107 / 0.0014
met4: 38 / 0.0890 / 0.047
met3: 767 / 0.193 / 0.18
met2: 5042 / 0.360 / 0.47
met1: 38726 / 0.293 / 0.31
li1: 31001 / - / -
Power and IR drop assume default switching activity.
