==> flow/config.mk <==
export PLATFORM = sky130hd
export DESIGN_NAME = i_cache
export DESIGN_NICKNAME = i_cache
export VERILOG_FILES = /design/flow/design.v
export SDC_FILE = /design/flow/constraint.sdc
export NUM_CORES = 4
export LEC_CHECK = 1
export CORE_UTILIZATION = 40
==> flow/constraint.sdc <==
current_design i_cache

set clk_period 47.7
set clk_io_pct 0.2

create_clock -name clk0 -period $clk_period [get_ports {clk}]

set non_clock_inputs [all_inputs -no_clocks]
set_input_delay [expr $clk_period * $clk_io_pct] -clock clk0 $non_clock_inputs
set_output_delay [expr $clk_period * $clk_io_pct] -clock clk0 [all_outputs]
==> flow/design.v <==
module i_cache #(parameter A_WIDTH = 32, parameter C_INDEX = 6)
(
    input [A_WIDTH-1:0] p_a,
    output [31:0] p_din,
    input p_strobe,
    output p_ready,
    output cache_miss,
    input clk,clrn,
    output [A_WIDTH:0] m_a,
    input [31:0] m_dout,
    output m_strobe,
    input m_ready
);
localparam T_WIDTH = A_WIDTH - C_INDEX - 2;
reg d_valid[0: (1<<C_INDEX)-1];
reg [T_WIDTH-1:0] d_tags[0: (1<<C_INDEX)-1];
reg [31:0] d_data[0:(1<<C_INDEX)-1];
wire [C_INDEX-1:0] index = p_a[C_INDEX+1:2];
wire [T_WIDTH-1:0] tag = p_a[A_WIDTH-1: C_INDEX+2];
integer i;
always@(posedge clk or negedge clrn)
    if(clrn == 0 ) begin
        for(i = 0; i < (1<<C_INDEX); i=i+1)
            d_valid[i]<=1'b0;
    end else if(c_write)
        d_valid[index] <= 1'b1;
always@(posedge clk)
    if(c_write) begin
        d_tags[index] <= tag;
        d_data[index] <= c_din;
    end
wire valid = d_valid[index];
wire [T_WIDTH-1:0] tagout = d_tags[index];
wire [31:0] c_dout = d_data[index];
wire cache_hit = valid & (tagout == tag); 
assign cache_miss = ~cache_hit;
assign m_a = p_a;
assign m_strobe = p_strobe & cache_miss; 
assign p_ready = cache_hit | cache_miss & m_ready;
wire c_write = cache_miss & m_ready;
wire sel_out = cache_hit;
wire [31:0] c_din = m_dout;
assign p_din = sel_out ? c_dout : m_dout;
endmodule
==> flow/run.sh <==
#!/bin/bash
# OpenROAD 26Q1-2900-gdf79404cd8, Yosys 0.63+post, stock flow scripts
make -C /OpenROAD-flow-scripts/flow DESIGN_CONFIG=/design/flow/config.mk WORK_HOME=/design/flow/orfs finish
==> results.txt <==
yosys + openroad results -> Total Die Area=354,000 µm², overflow left after global routing=0, per-cell routed wire length=35.4 µm, vias in the first global route=73,600, fmax=0.0376 GHz, pwr dens=42.2 nW/µm², count of TritonRoute iterations in the first routing pass=5, worst-case reg-to-reg path depth=15, top cells by instance count after synthesis=edfxtp_1, mux4_2, mux2i_1, result of the run=finished clean, total global-route track usage=0.251, std cell rows=217, drt initial violations=4,768, Syn Area/Cell=23.5 µm², number of primary I/O pins=136, Setup Skew=85.3 ps, clock tree from TritonCTS=done, Setup crit end kind=output port, worst endpoint data arrival time=17,090 ps, Setup violations, final=0, number of enable-type register cells in the synthesized netlist=3,584, share of layout cells above drive strength 1=0.304, filler cell count in the final layout=28,000, Setup TNS=0 ps, synthesized chip area reported by yosys=141,000 µm², endpoint with the worst hold slack=d_valid[18], hold_sp=d_valid[18], cells resized by post-CTS repair=0, number of sinks handled by clock tree synthesis=3,648, DRC=0, die extent in x=595 µm, reg-to-reg endpoint=d_data[2][0], Hold Buf Count CTS=0, HPWL after DPL=214,000 µm, total via count after detailed routing=66,900, # H-tree levels=5, maximum number of pins on one net before global-route repair=92, unrepaired setup endpoints after global routing=false, most popular library cell in the synthesized design by count=edfxtp_1, buffering stage count on the worst path with inverters included=8, Crit path largest cell delay=730 ps, FF-to-FF setup slack=41,110 ps, Yosys top cell by area=edfxtp_1, clk latency of the worst-skew pair=980 ps, vias per cell=5.92, CTS Root Cell=clkbuf_16, Warnings, synthesis=2, time the final worst path needs with I/O delays and setup=26,630 ps, maximum fanout count along the critical path=58, Pleak=50.1 nW, Max clock buf depth=4, tool warnings=26, Num CTS Buffers=371, synthesized instance count=5,974, Unique masters post-synth=74, Yosys top cell area share=0.766, worst voltage drop across the vdd grid=34.4 µV, max-slew violations=0, Hold Path Class=flip-flop to flip-flop, number of cells in Yosys stat=5,974, first-pass GRT wire length=561,000 µm, wire length reported by the detailed router=400,000 µm, most frequent cell on the critical path=buf_4, Synth Cell Area=141,000 µm², Max-Cap Viols=0, Post-synth regs=3,648, critical path required time=38,160 ps, Die Ht=595 µm, number of buffers inserted by port buffering=130, dominant delay contributor by cell family on the critical path=buffers and inverters, max_slew headroom=0.346, kind of critical path=input port to output port, kind of start point of the critical path=input port, Post CTS Setup Buffer Count=0, Dominant Register Cell=edfxtp_1, floorplan core area=349,000 µm², cycle use final=0.558, number of antenna violations at the first check in global routing=11, final hold violation count=0, slew at the pin with the worst max-slew slack=972 ps, beginning of the worst register-to-register path=d_tags[7][0], biggest area contributors in the synthesized netlist=edfxtp_1, mux4_2, mux2i_1, dfrtp_1, clkbuf_1, Post-DRT Antenna Nets=0, fraction of registers with async set or reset after synthesis=0.0175, Starting Density=0.402, RePlAce Congestion=0.880, library cell contributing the largest single delay on the critical path=buf_4, Area growth, synth to finish=13.9%, register area share after synthesis=0.777, Clock Pin Slew Worst Setup and Hold Paths=60 ps, Hold Path Cell Cnt=1, fin util=0.458, CP Cell Sequence=buf_8 -> buf_4 -> buf_4 -> buf_4 -> buf_4 -> mux4_2 -> a22oi_1 -> a21oi_1 -> o31a_1 -> xnor2_1 -> nand2_1 -> a2111oi_2 -> nand4_4 -> buf_4 -> buf_4 -> mux2_2 -> clkdlybuf4s50_1
==> stage by stage <==
step	instance area, µm²	hold slack (ps)	cells	setup slack (ps)	total power [mW]
final	160000	461	11300	21070	6.75
after global routing	160000	474	11300	20800	6.94
after global placement	148000	442	10600	21190	3.97
after detailed placement	148000	444	10600	21080	3.97
after floorplan	141000	427	5974	25390	3.82
after CTS	160000	458	11300	21030	6.80
==> metal layers <==
metal | up-vias | share of wire | GRT usage
met5 | - | 0.0030 | 0.0219
met4 | 39 | 0.035 | 0.0670
met3 | 743 | 0.21 | 0.229
met2 | 5528 | 0.46 | 0.358
met1 | 33900 | 0.29 | 0.274
li1 | 26700 | - | -
==> cells by family after synthesis <==
group                  count (synthesis)  share of synthesized area
other                                  1                  0.0000267
buffers and inverters                386                     0.0141
multiplexers                        1223                      0.175
flip-flops                          3648                      0.777
XOR/XNOR                              37                    0.00231
AND-OR/OR-AND                        377                     0.0195
AND/OR/NAND/NOR                      302                     0.0120
==> placed cells by master, fill, tap and decap left out, types with 40 or more instances in the layout <==
cell type / instances
and3_4: 60
edfxtp_1: 3584
clkbuf_16: 373
buf_4: 293
o21ai_0: 47
clkinv_1: 73
a31o_2: 50
mux4_2: 984
clkbuf_1: 87
buf_2: 49
mux2i_1: 186
a22oi_1: 41
clkdlybuf4s50_1: 75
clkinv_2: 64
mux2_2: 50
dfrtp_1: 64
a221oi_1: 40
nand2_1: 69
o22ai_1: 61
==> flip-flops by register name, indices dropped and copies added, names as in the netlist <==
name and cells:
d_valid 64, d_tags 1536, d_data 2048
==> worst max-delay path by stage <==
stage       from        to  slack (ps)  cells after the start
6_report  p_a[3]  p_din[5]       21070                     17
4_1_cts   p_a[3]  p_din[5]       21030                     17
5_1_grt   p_a[3]  p_din[5]       20800                     17
==> area by class of cell <==
type	instances	area (µm²)	area share
sequential	3648	109000	0.682
multi-input combinational	1940	29700	0.185
clock buffer	460	9660	0.0603
tap	4599	5750	0.0359
timing repair buffer	430	3440	0.0215
clock inverter	212	2310	0.0145
inverter	9	46.3	0.000289
antenna	4	10.0	0.0000625
==> where the power goes <==
part | total [mW] | internal, mW | switching [mW]
clock | 2.85 | 1.62 | 1.23
combinational | 0.341 | 0.137 | 0.204
sequential | 3.56 | 3.55 | 0.00987
Power and IR drop assume default switching activity.
