$ cat design/flow/config.mk
export PLATFORM = sky130hd
export DESIGN_NAME = alu
export DESIGN_NICKNAME = alu
export VERILOG_FILES = /design/flow/design.v
export SDC_FILE = /design/flow/constraint.sdc
export NUM_CORES = 4
export LEC_CHECK = 1
export CORE_UTILIZATION = 30
$ cat design/flow/constraint.sdc
current_design alu

set clk_period 7.9
set clk_io_pct 0.2

create_clock -name clk0 -period $clk_period

set non_clock_inputs [all_inputs -no_clocks]
set_input_delay [expr $clk_period * $clk_io_pct] -clock clk0 $non_clock_inputs
set_output_delay [expr $clk_period * $clk_io_pct] -clock clk0 [all_outputs]
$ cat design/flow/design.v
`timescale 1ns / 1ps
`timescale 1ns / 1ps
module alu(
    input wire [31:0] srcAE,
    input wire [31:0] srcBE,
    input wire [7:0] op,
    input wire [4:0] sa,
    input wire [31:0] hi_inE, lo_inE,
    input wire [31:0] pcplus8E,
    output reg [31:0] aluoutM,
    output reg overflow,
	output reg [31:0] hi_alu_out,lo_alu_out
);
wire [31:0] mult_a, mult_b;
assign mult_a = ( (op == 8'b00010110) && (srcAE[31] == 1'b1) ) ? (~srcAE + 1) : srcAE;
assign mult_b = ( (op == 8'b00010110) && (srcBE[31] == 1'b1) ) ? (~srcBE + 1) : srcBE;
always @(*)
begin
    case(op)
        8'b00000010, 8'b00010010: aluoutM <= srcAE + srcBE;
        8'b00000011, 8'b00010011: aluoutM <= srcAE - srcBE;
        8'b00000101: aluoutM <= $signed(srcAE) < $signed(srcBE)? 32'h00000001: 32'h00000000;
        8'b00010101:aluoutM <= (srcAE < srcBE) ? 32'h00000001: 32'h00000000;
        8'b00010111, 8'b00011111: aluoutM <= 32'h00000000;
        8'b00000000: aluoutM <= srcAE & srcBE;
        8'b00000001:  aluoutM <= srcAE | srcBE;
        8'b00000100:aluoutM <= ~srcAE;
        8'b00000110: aluoutM <= srcAE^srcBE;
        8'b00000111: aluoutM <= ~(srcAE | srcBE);
        8'b00001000: aluoutM <= { srcBE[15:0], 16'b0 };
        8'b00001001: aluoutM <= (srcBE << sa);
        8'b00001010: aluoutM <= (srcBE >> sa);
        8'b00001011: aluoutM <= ( ( {32{srcBE[31]}} << (6'd32-{1'b0,sa}) ) | srcBE >> sa );
        8'b00001100:aluoutM <= (srcBE << srcAE[4:0]);
        8'b00001101:aluoutM <= (srcBE >> srcAE[4:0]);
        8'b00001110:aluoutM <= ( ( {32{srcBE[31]}} << (6'd32-{1'b0,srcAE[4:0]}) ) | srcBE >> srcAE[4:0] );
        8'b00011000:aluoutM <= hi_inE[31:0];
        8'b00011010:aluoutM <= lo_inE[31:0];
        8'b00100000, 8'b00100001, 8'b00100010: aluoutM <= pcplus8E;
        8'b10000010, 8'b10000011, 8'b10000100, 8'b10000101,
		8'b10000000, 8'b10000111, 8'b10000110, 8'b10000001: aluoutM <= srcAE + srcBE;
		8'b00100100:aluoutM <= srcBE;
		8'b00011110: { hi_alu_out, lo_alu_out } = srcAE * srcBE;
		8'b00010110:  { hi_alu_out, lo_alu_out } = (srcAE[31] ^ srcBE[31] == 1'b1)? ~(mult_a * mult_b) + 1: mult_a * mult_b;
		8'b00011001:  { hi_alu_out, lo_alu_out } = { srcAE, lo_inE};
		8'b00011011:  { hi_alu_out, lo_alu_out } = { hi_inE, srcAE };
        default:  aluoutM <= 32'b0;
    endcase
end
always @(*)
begin
    case(op)
        8'b00000010: overflow <= srcAE[31] & srcBE[31] & ~aluoutM[31] | ~srcAE[31] & ~srcBE[31] & aluoutM[31];
        8'b00010010:overflow <= 1'b0;
        8'b00000011: overflow <= ( (srcAE[31]&&!srcBE[31])&&!aluoutM[31] ) || ( (!srcAE[31]&&srcBE[31])&&aluoutM[31] );
        8'b00010011:overflow <= 1'b0;
        default:  overflow <= 1'b0;
    endcase
end
endmodule
$ cat design/flow/run.sh
#!/bin/bash
# OpenROAD 26Q1-2900-gdf79404cd8, Yosys 0.63+post, stock flow scripts
make -C /OpenROAD-flow-scripts/flow DESIGN_CONFIG=/design/flow/config.mk WORK_HOME=/design/flow/orfs finish
==> results.cfg <==
; implementation run metrics
[power_and_ir_drop]
p_leak_nw = 42.80
finalPower_mw = 140.9
intPower_mw = 54.12
max-vdd-ir-drop_uv = 2100
sw_frac_of_total_pct = 61.60
power_switching_mw = 86.82
power_density_nw_per_um2 = 1621

[floorplanning]
die_h_um = 516.0
fp-utilization_pct = 30.19
row_count = 188
dieArea_um2 = 266300
ioPinCount = 270
die_w_um = 516.0
coreArea_um2 = 262500

[drt]
drt-vias-per-instance = 5.323
drtAntennaViolNets = 0
drc = 0
drt_pass1_iterations = 10
vias = 70660
wl_um = 359600
drt-initial-drc-count = 5640
wire_per_inst_um = 27.09

[synthesis]
syn_inst = 9732
synth_cell_type_count = 96
async_flop_share_pct = 0
edf_count = 0
synth_area_um2 = 79260
ys_area_um2 = 79260
yosysWarnings = 1
ys_ff = 96
synth_area_per_cell_um2 = 8.144
top_area_cell = fa_1
yosys.area.top_type_share_pct = 45.31
yosys_cells = 9732
netlist_top_cells_area = fa_1 (45%), ha_1 (9.9%), inv_1 (9.2%), nand2_1 (7.4%), nor2_1 (5.0%)
ff_type = dlxtn_1

[final_layout]
comb_area_um2 = 68820
register_area_um2 = 1441
fin_util_pct = 33.12
area_growth_pct = 9.705
nFillCells = 27860
instances_no_fill = 13270
final_layout_size_suffix_gt1_share_pct = 5.542

[critical_path]
required_ns = 6.32
path_max_fanout = 22
cp_slowest_stage_delay_ns = 0.55
arrival_ns = 4.40
start_kind = input pin
worstPathCellList = clkdlybuf4s50_1, buf_4, inv_1, buf_4, ha_1, mux4_2, and3_1, clkdlybuf4s50_1
end_kind = output port
crit_type = in2out
crit_slowest_cell = mux4_2

[grt]
use_met1_pct = 33.55
antenna_found_initial = 41
grt_pass1_vias = 73130
grt_max_degree = 59
overflow = 0
grt_pass1_wl_um = 520500
grtUsageMet2_pct = 41.21
groute.usage.overall_pct = 28.84
use_met3_pct = 14.42
top_usage_layer = met2

[final_timing]
worst_slack_ns = 1.921
worst_pin_slew_ns = 1.299
tns_ns = 0
slew_headroom_pct = 12.78
hold_viol = 0
finalCritPeriodShare_pct = 75.69
unclocked_pins = 96
rsz0062_at_grt = no
timing.fmax_mhz = 167.2
setup_viol = 0
slew_viol_final = 0
untimed_endpoints = 192
min_period_ns = 5.979

[run]
max-cap-violations = 0
warning_count = 97

[place]
preCtsSetupSlack_ns = 1.958
dpl.hpwl_um = 281600
gp_congestion = 1.102
placedCellCount = 13240
portBuffers = 270

[outcome]
status = finished, final reports clean

[clocking]
post_cts_resized = 0
cts_setup_buffers = 0
hold_buffers = 0

[hold_path]
min_path_type = in2out
cell usage in the layout (no fill, tap or decap), types with 61 or more instances in the layout:
cell,n
nor3_1,61
a31oi_1,70
nand2_1,1569
a222oi_1,88
clkdlybuf4s50_1,213
nand3_1,71
fa_1,1794
nor2_1,1044
xor2_1,77
xnor2_1,133
buf_4,310
a21oi_1,266
ha_1,626
inv_1,1950
o21ai_0,226
xnor2_2,70
a21o_1,72
mux2i_1,116
dlxtn_1,96
cell usage after synthesis, drive strengths merged, types with 17 or more instances:
cell / count
a21oi: 270
o2111ai: 24
o22ai: 27
a21o: 72
a221oi: 55
xor2: 77
nand2: 1569
buf: 144
o31ai: 31
inv: 1961
clkinv: 27
or3: 24
o211ai: 42
or2: 28
o21ai: 253
and2: 29
fa: 1794
mux2i: 120
ha: 627
nand2b: 29
clkbuf: 442
nor2b: 24
a221o: 17
a31oi: 70
a22oi: 21
nor2: 1049
and3: 28
nor3: 66
o221ai: 23
o21a: 22
xnor2: 203
dlxtn: 96
a211oi: 39
nand4: 57
o21bai: 39
a222oi: 88
nand3: 74
nor4: 21
layer usage:
| metal | up-vias | routed length (µm) | part of all wire, % |
|---|---|---|---|
| met2 | 4153 | 153700 | 43 |
| met5 | - | 1313 | 0.37 |
| met4 | 50 | 33120 | 9.2 |
| met3 | 1034 | 48690 | 14 |
| met1 | 35430 | 122800 | 34 |
| li1 | 29990 | - | - |
sequential cells by signal (all words and copies together) (netlist names):
signal / count
aluoutM: 32
hi_alu_out: 32
lo_alu_out: 32
cell type report:
class,count,share of cell area (%)
Multi-Input combinational cell,7062,79.15
Inverter,1988,8.582
Timing Repair Buffer,580,5.456
Tap cell,3515,5.058
Sequential cell,96,1.658
Antenna cell,33,0.09497
through the flow:
stage	hold WS [ns]	cell area [µm²]
finish	4.406	86950
global route	4.448	86890
CTS	4.430	86870
detailed placement	4.424	86870
global placement	4.435	86870
floorplan	3.465	79260
logic make-up after synthesis:
family | share of synthesized area (%)
adder cells (fa/ha/maj) | 55.21
latches | 1.817
AND/OR/NAND/NOR | 15.67
buffers and inverters | 12.20
multiplexers | 1.757
AND-OR/OR-AND | 10.25
XOR/XNOR | 3.094
critical path, delay by kind of cell:
family                     cells  cell delay, ns
muxes                          1            0.55
and+or+nand+nor                1            0.24
adders and majority gates      1            0.28
buffers and inverters          5            1.64
path summary, 6_finish.rpt:
kind | cells past startpoint | endpoint | start | slack (ns)
max | 8 | overflow | srcAE[31] | 1.92
min | 4 | overflow | op[1] | 4.41
power by group through the flow:
| stage | logic [mW] | registers (mW) | clock network [mW] |
|---|---|---|---|
| after CTS | 138 | 5.32 | 0 |
| after global routing | 145 | 5.29 | 0.0000000872 |
Power and IR drop assume default switching activity.
